==> /design/flow/design.v <==
`timescale 1ns / 1ps
module IDEXRegister(Instructionoutcontrolmux,IDEXInstruction,PCSrc3,J_JR_Branch_signal_2,ControlMuxsignal,RegDst, RegWrite, ALUSrc, MemRead,MemWrite,MemtoReg,PCSrc,Branch,newmux,ALUOp,PCAddResult1,ReadData1,ReadData2,SignExtension_out1,ZeroExtension_out1,Clk,Reset, RegDst1, RegWrite1, ALUSrc1, MemRead1,MemWrite1,MemtoReg1,PCSrc1,Branch1,newmux1,ALUOp1,PCAddResult2,ReadData1_out,ReadData2_out,SignExtension_out2,ZeroExtension_out2,Zero_or_Sign_signal,J_JR_Branch_signal,loadhalf,loadbyte,storehalf,storebyte,loadupperi,Zero_or_Sign_signal_1,J_JR_Branch_signal_1,loadhalf1,loadbyte1,storehalf1,storebyte1,loadupperi1);
	input ControlMuxsignal,RegWrite,ALUSrc,MemRead,MemWrite,PCSrc,Branch,newmux,Zero_or_Sign_signal;
	input loadhalf,loadbyte,storehalf,storebyte,loadupperi,PCSrc3;
	input [1:0] RegDst,MemtoReg,J_JR_Branch_signal,J_JR_Branch_signal_2;
	input [31:0] Instructionoutcontrolmux;
	input [5:0] ALUOp;
	input [31:0] ReadData1,ReadData2,SignExtension_out1,ZeroExtension_out1;
	input [31:0] PCAddResult1;
	input Clk,Reset;
	output reg RegWrite1,ALUSrc1,MemRead1,MemWrite1,PCSrc1,Branch1,newmux1;
	output reg [1:0]  RegDst1,MemtoReg1;
	output reg [5:0] ALUOp1;
	output reg [31:0] ReadData1_out,ReadData2_out,SignExtension_out2,ZeroExtension_out2;
	output reg [31:0] PCAddResult2;
	output reg Zero_or_Sign_signal_1,loadhalf1,loadbyte1,storehalf1,storebyte1,loadupperi1;
	output reg [1:0] J_JR_Branch_signal_1;
	output reg [31:0] IDEXInstruction;
	always@(posedge Clk) begin
		if(Reset==1||(PCSrc3==1 )) begin
			RegDst1<=0;
			RegWrite1<=0;
			ALUSrc1<=0;
			MemRead1<=0;
			MemWrite1<=0;
			MemtoReg1<=0;
			PCSrc1<=0;
			Branch1<=0;
			newmux1<=0;
			ReadData1_out<=0;
			ReadData2_out<=0;
			SignExtension_out2<=0;
			ALUOp1<=6'd0;
			Zero_or_Sign_signal_1<=0;loadhalf1<=0;loadbyte1<=0;storehalf1<=0;storebyte1<=0;loadupperi1<=0;
			ZeroExtension_out2<=0;
			J_JR_Branch_signal_1<=2'b00;
			IDEXInstruction<=0;
		end
		else begin	
			RegDst1<=RegDst;
			RegWrite1<=RegWrite;
			ALUSrc1<=ALUSrc;
			MemRead1<=MemRead;
			MemWrite1<=MemWrite;
			MemtoReg1<=MemtoReg;
			PCSrc1<=PCSrc;
			Branch1<=Branch;
			newmux1<=newmux;
			ReadData1_out<=ReadData1;
			ReadData2_out<=ReadData2;
			SignExtension_out2<=SignExtension_out1;
			ALUOp1<=ALUOp;
			ZeroExtension_out2<=ZeroExtension_out1;
			Zero_or_Sign_signal_1<=Zero_or_Sign_signal;
			loadhalf1<=loadhalf;
			loadbyte1<=loadbyte;
			storehalf1<=storehalf;
			storebyte1<=storebyte;
			loadupperi1<=loadupperi;
			J_JR_Branch_signal_1<=J_JR_Branch_signal;
			IDEXInstruction<=Instructionoutcontrolmux;
			PCAddResult2<=PCAddResult1;
		end
	end
endmodule
==> /design/flow/run.sh <==
#!/bin/bash
# OpenROAD 26Q1-2900-gdf79404cd8, Yosys 0.63+post, stock flow scripts
make -C /OpenROAD-flow-scripts/flow DESIGN_CONFIG=/design/flow/config.mk WORK_HOME=/design/flow/orfs finish
==> /design/flow/config.mk <==
export PLATFORM = sky130hd
export DESIGN_NAME = IDEXRegister
export DESIGN_NICKNAME = IDEXRegister
export VERILOG_FILES = /design/flow/design.v
export SDC_FILE = /design/flow/constraint.sdc
export NUM_CORES = 4
export LEC_CHECK = 1
export CORE_AREA = 10 10 259 259
export DIE_AREA = 0 0 269 269
==> /design/flow/constraint.sdc <==
current_design IDEXRegister

set clk_period 1.0
set clk_io_pct 0.2

create_clock -name clk0 -period $clk_period [get_ports {Clk}]

set non_clock_inputs [all_inputs -no_clocks]
set_input_delay [expr $clk_period * $clk_io_pct] -clock clk0 $non_clock_inputs
set_output_delay [expr $clk_period * $clk_io_pct] -clock clk0 [all_outputs]
==> writeup.txt <==
For the initial antenna violation count, the log shows 3. Based on the critical path, the design can be clocked at up to 797 MHz. The clock slew at the register clock pins of the worst setup and hold paths is 0.06 ns, and the overall routing resource usage is 6.90%. TritonCTS built the clock tree.

The data required time at the worst endpoint was 0.80 ns; the overall die height was 269 um. The run gives 21300 uW for the overall power. The die is 269 um wide. At the end of routability-driven placement, the weighted congestion stood at 0.810. In the floorplan report the effective utilization is 11.6%. Sequential fraction of the synthesis area: 65.1%. In this run the standard cell core region covers 61600 um2. The chip area line in the Yosys stat output reads 7170 um2.

The number of OpenROAD warnings came out at 31. The critical path class was reg2out. The count of buffers from port buffering works out to 436. Global routing consumed, on the met2 layer, 11.2% of the routing resources. The final max-slew violation count recorded for this run is 0.

With the wire length of the first global-routing pass at 37100 um, the cell count listed in synth_stat.txt is 445. The logs give 26 for the number of buffers inserted during clock tree synthesis and 184 for the initial DRC count. The number of warnings printed during yosys synthesis was 1. Per STA, the highest per-stage delay on the worst path measures 0.39 ns. The run gives 3.18% for the met3 track utilization from global routing.

The logs give 440 for the number of top-level pins and 7170 um2 for the netlist area before placement. The run finished, with violations left. The worst setup path is captured at an output pin. In this run the cell area measured after placement is 12700 um2. Setup repair after global routing could not meet its margin everywhere. Kind of cell with the highest combined delay on the critical path: flip-flops. With the post-synthesis average cell area at 16.1 um2, the count of H-tree levels built during CTS is 1. The run gives 8.15% for the fraction of met1 tracks used by global routing. Cells with a size suffix above 1 make up 52.6% of the layout. Per the detail_route report, DRC violations left total 0. The worst slack at placement came out at -0.290 ns. For the hold violation count in the final report, the log shows 0. The startpoint kind of the worst setup timing path is a flip-flop. The tools report the via count of the first global-routing pass as 5543. In this run the critical path is formed by buf_2. The vias per cell was 2.98. The root buffer cell chosen for the clock tree is sky130_fd_sc_hd__clkbuf_16. The critical path buffer and inverter count is 1, and the fraction of the cycle the final worst path needs is 125%. With the worst-case setup margin in the final layout at -0.254 ns, the number of vias in the routed layout is 5306. The largest individual stage delay along the critical path comes from the cell sky130_fd_sc_hd__dfxtp_4. The final reports fail on negative setup slack. Synthesis inferred 217 register bits.

Counting every instance in the synthesized netlist gives 445. The script extracted a total leakage power of 0.00513 uW. The routed design could run at a clock period as short as 1.25 ns. In the final layout, the fill cell count is 6602. Between the synthesized netlist and the finished layout, the area growth was recorded as 79.4%. Once detail routing completed, the nets flagged for antenna violations numbered 0. Max-cap violations in this run came to 0. 0 antenna diodes ended up in the layout.

For the largest net degree at the start of global routing, the log shows 33. CTS saw 217 sinks. The run gives 21200 um for the HPWL after detailed placement. Synthesis instantiated 7 different standard cells from the library. After detailed routing, the average wire length per cell comes to 15.5 um. For the tightest hold margin, the log shows 0.115 ns. Wire length after detailed routing: 27700 um. The run gives 91 for the placement row count. The slew check shows that the tightest pin keeps a relative margin of 78.8%. Including well taps, the total number of placed cells is 1728.

Summed over all layers, the global routing overflow is 0. The finished layout holds 1781 standard cells, fillers aside. The first detailed-routing pass ran for 6 iterations. Per the OpenROAD floorplan log, the area of the die is 72400 um2.

In this run the most used layer during global routing was met2. The clock passes through at most 3 buffers. For this design the ratio of total power to cell area is 1660 nW/um2.

The arrival time at the worst endpoint was 1.05 ns. The cell area after layout is 12900 um2. The worst VDD IR drop from the latest analysis is 0.00143 V. The setup-violating endpoint count in the final report came out at 217. The largest fanout of any net on the critical path was 1; the actual transition at the worst max-transition pin was 0.317 ns. STA reports the tightest min-delay check as being of type in2reg.
-- stage by stage --
step / setup TNS [ns] / utilization (%)
5_1_grt: -46.15 / 20.9
4_1_cts: -47.00 / 20.6
2_1_floorplan: -15.48 / -
3_3_place_gp: -3.56 / 20.7
3_5_place_dp: -3.56 / 20.7
6_report: -33.75 / 20.9
-- report_power, final --
group          switching [uW]  internal [uW]  total, uW
registers                 107           9250       9350
logic                     735           1530       2270
clock network            3660           6020       9690
total                    4510          16800      21300
-- synth_stat cells --
| cell | number | share of area [%] |
|---|---|---|
| sky130_fd_sc_hd__edfxtp_1 | 32 | 13 |
| sky130_fd_sc_hd__nor3b_1 | 46 | 4.8 |
| sky130_fd_sc_hd__nor3b_2 | 139 | 24 |
| sky130_fd_sc_hd__buf_2 | 9 | 0.63 |
| sky130_fd_sc_hd__nor2_1 | 1 | 0.052 |
| sky130_fd_sc_hd__dfxtp_1 | 185 | 52 |
| sky130_fd_sc_hd__buf_6 | 33 | 5.2 |
-- repair_timing --
item / 4_1_cts / 5_1_grt
hold buffers: 2 / 0
pin swaps: 0 / 1
gates cloned: 0 / 3
resized: 753 / 27
endpoints found under the setup margin: 217 / 337
hold endpoints to repair: 2 / 0
setup buffers: 0 / 2
-- registers in the layout, indices dropped and copies added (netlist names), 6 cells and up --
register            flops
SignExtension_out2     32
IDEXInstruction        32
ALUOp1                  6
ZeroExtension_out2     32
PCAddResult2           32
ReadData2_out          32
ReadData1_out          32
-- final timing paths --
kind / from / depth (start not counted) / end / slack [ns]
worst min-delay path: PCSrc3 / 3 / IDEXInstruction[24]$_SDFF_PP0_ / 0.11
worst max-delay path: SignExtension_out2[29]$_SDFF_PP0_ / 1 / SignExtension_out2[29] / -0.25
-- area by class of cell --
class / instances / area, um2 / area share, %
clock buffer: 40 / 806 / 6.27
clock inverter: 6 / 87.6 / 0.681
multi-input combinational: 186 / 2110 / 16.4
sequential: 217 / 4730 / 36.8
tap: 837 / 1050 / 8.14
timing repair buffer: 495 / 4080 / 31.7
-- logic make-up after synthesis --
family	share of synthesized area, %
flip-flops	65.1
AND/OR/NAND/NOR	29.1
buffers and inverters	5.81
-- cells in the final DEF, fill, tap and decap left out --
cell type and n:
sky130_fd_sc_hd__clkdlybuf4s50_1 217, sky130_fd_sc_hd__buf_2 204, sky130_fd_sc_hd__dfxtp_1 147, sky130_fd_sc_hd__nor3b_2 142, sky130_fd_sc_hd__nor3b_1 43, sky130_fd_sc_hd__buf_4 38
sky130_fd_sc_hd__edfxtp_1 32, sky130_fd_sc_hd__clkbuf_16 31, sky130_fd_sc_hd__dfxtp_2 30, sky130_fd_sc_hd__buf_12 15, sky130_fd_sc_hd__buf_6 14, sky130_fd_sc_hd__dfxtp_4 8
sky130_fd_sc_hd__clkbuf_8 6, sky130_fd_sc_hd__clkbuf_1 6, sky130_fd_sc_hd__bufinv_16 2, sky130_fd_sc_hd__clkinv_2 2, sky130_fd_sc_hd__clkinv_4 2, sky130_fd_sc_hd__nor2_4 1
sky130_fd_sc_hd__dlymetal6s4s_1 1, sky130_fd_sc_hd__dlygate4sd3_1 1, sky130_fd_sc_hd__buf_8 1, sky130_fd_sc_hd__buf_16 1
-- metal layers --
layer,wire length [um],part of all wire (%)
met4,842,3.0
met1,10200,37
met5,42,0.15
met3,3460,13
met2,13100,47
Power and IR drop assume default switching activity.
