## flow/run.sh

```bash
#!/bin/bash
# OpenROAD 26Q1-2900-gdf79404cd8, Yosys 0.63+post, stock flow scripts
make -C /OpenROAD-flow-scripts/flow DESIGN_CONFIG=/design/flow/config.mk WORK_HOME=/design/flow/orfs finish
```

## flow/config.mk

```make
export PLATFORM = sky130hd
export DESIGN_NAME = EXMEMRegister
export DESIGN_NICKNAME = EXMEMRegister
export VERILOG_FILES = /design/flow/design.v
export SDC_FILE = /design/flow/constraint.sdc
export NUM_CORES = 4
export LEC_CHECK = 1
export CORE_AREA = 10 10 260 260
export DIE_AREA = 0 0 270 270
```

## flow/constraint.sdc

```tcl
current_design EXMEMRegister

set clk_period 1.0
set clk_io_pct 0.2

create_clock -name clk0 -period $clk_period [get_ports {Clk}]

set non_clock_inputs [all_inputs -no_clocks]
set_input_delay [expr $clk_period * $clk_io_pct] -clock clk0 $non_clock_inputs
set_output_delay [expr $clk_period * $clk_io_pct] -clock clk0 [all_outputs]
```

## flow/design.v

```verilog
`timescale 1ns / 1ps
module EXMEMRegister(IDEXinstruction,EXMEMinstruction,PCSrc3,J_JR_Branch_signal_1,J_JR_Branch_signal_2,PCAddResult2,PCAddResult3,loadhalf1,loadbyte1,storehalf1,storebyte1,loadupperi1,RegWrite1,MemtoReg1,MemRead1,MemWrite1,PCSrc1,AddResult_in,Zero_in,ALUResult_in,outputvalue,Clk,Reset,RegWrite2,MemtoReg2,MemRead2,MemWrite2,PCSrc2,AddResult_out,Zero_out,ALUResult_out,ReadData2_out1,loadhalf2,loadbyte2,storehalf2,storebyte2,loadupperi2,NextAddress,NextAddress1,EXRTorRD,EXMEMRTorRd);
	input RegWrite1,MemRead1,MemWrite1,PCSrc1,loadhalf1,loadbyte1,storehalf1,storebyte1,loadupperi1;
	input [31:0]AddResult_in;  
	input Zero_in,Clk,Reset,PCSrc3;
	input [31:0] outputvalue, ALUResult_in,IDEXinstruction;
    input [31:0]PCAddResult2;
    input [1:0] MemtoReg1,J_JR_Branch_signal_1;
    input [31:0] NextAddress;
    output reg [31:0] NextAddress1,EXMEMinstruction;
    input [4:0]  EXRTorRD;
    output reg [4:0] EXMEMRTorRd;
	output reg RegWrite2,MemRead2,MemWrite2,PCSrc2,loadhalf2,loadbyte2,storehalf2,storebyte2,loadupperi2;
	output reg [31:0] AddResult_out;
	output reg Zero_out;
	output reg [31:0] ReadData2_out1,ALUResult_out,PCAddResult3;
	output reg[1:0] MemtoReg2,J_JR_Branch_signal_2;
	always @(posedge Clk) begin
		if(Reset==1 || (PCSrc3==1 )) begin
			RegWrite2<=0;
			MemtoReg2<=0;
			MemRead2<=0;
			MemWrite2<=0;
			AddResult_out<=0;
			Zero_out<=0;
			ReadData2_out1<=0;
			ALUResult_out<=0;
			EXMEMinstruction<=0;
			PCSrc2<=0;
			loadhalf2<=0;
			loadbyte2<=0;
			storehalf2<=0;
			storebyte2<=0;
			loadupperi2<=0;
			J_JR_Branch_signal_2<=2'b00;
			EXMEMRTorRd<=0;
		end
		else begin
			RegWrite2<=RegWrite1;
			MemtoReg2<=MemtoReg1;
			MemRead2<=MemRead1;
			MemWrite2<=MemWrite1;
			AddResult_out<=AddResult_in;
			Zero_out<=Zero_in;
			ReadData2_out1<=outputvalue;
			ALUResult_out<=ALUResult_in;
			PCSrc2<=PCSrc1;
			loadhalf2<=loadhalf1;
            loadbyte2<=loadbyte1;
            storehalf2<=storehalf1;
            storebyte2<=storebyte1;
            loadupperi2<=loadupperi1;
			NextAddress1<=NextAddress;
			PCAddResult3<=PCAddResult2;
			J_JR_Branch_signal_2<=J_JR_Branch_signal_1;
			EXMEMinstruction<=IDEXinstruction;
			EXMEMRTorRd<=EXRTorRD;
		end
	end
endmodule
```

==> metrics.cfg <==
[final_timing]
holdWs_ns=0.0676
fmax_ghz=0.808
fin_setup_tns_ns=-33.48
hold_viol_final=0
slew_viol_final=0
period_used_share=1.24
tightestPinTransition_ns=0.259
slew_headroom=0.827
final-setup-viol-count=211
rsz0062_at_grt=yes
period_minus_slack_ns=1.24
finalWorstSetupSlack_ns=-0.237

[place]
port_buffers=424
finalWeightedCongestion=0.795
dp.final_hpwl_microns=19100

[hold_path]
hp-class=input pin to flip-flop
hp-start=PCSrc3
holdPathEnd=ReadData2_out1[12]
hold_depth=3

[drt]
wl_per_cell_microns=14.1
firstDrtPassIters=4
wl_microns=23900
final_antenna_net_count=0
drc=0
vias_per_cell=2.85
detailroute.via_count=4856
drt_iter0_markers=196
num_antenna_cells=0

[pwr]
p_comb_frac=0.099
intPower_uw=16300
peakVddDrop_mv=1.26
p_sw_uw=4190
p_per_area_mw_per_mm2=1680
power_frac_seq=0.457
p_sw_frac=0.205
clkPwrFrac=0.444
p_leak_uw=0.00473

[clocking]
cts_max_path_buffers=3
cts_buffers=24
clk_pin_slew_ns=0.06
cts_tree=built
root_buffer=clkbuf_16
clock-sinks=211
cts_max_level=1

[synth]
ys_chip_area_sq_mm=0.00688
muxShareOfSynthArea=0
syn-cell-area_sq_mm=0.00688
xor_share=0
synthCells=391
yosysCellCount=391
yosysUniqueCellTypes=10
compound_area_frac=0
avgSynthCellArea_sq_um=17.6
fa_ha_area_frac=0
logic_family=simple AND/OR/NAND/NOR gates
yosys_warnings=1
postSynthSeqShare=0.707
synth-seq-cells=211
simple_gate_share=0.247

[global_routing]
overflow=0
grt_max_degree=29
grt_pass1_wl_microns=35000
grt_use_total=0.0630
antenna_found_initial=1
grt_pass1_vias=5261

[final_layout]
area_growth_syn_to_layout_pct=77.1
layout-drive-gt1-share=0.508

[worst_setup_path]
cp_max_fo=1
crit_path_end_kind=output port
cp-start-kind=flip-flop
slowest_delay_ns=0.38
crit_start=PCAddResult3[28]
crit_family=flip-flops
worstPathArrival_ns=1.04
cp.required_ns=0.80
crit_chain=buf_2
criticalPathCategory=flip-flop to output port
cp_slowest_cell=edfxtp_1
path_buffers=1

[floorplanning]
fp_util=0.111
ios=425
design.core.area_sq_mm=0.0618
fp.dieH_microns=270
die_area_sq_mm=0.0729
rows=91
fp.dieW_microns=270

[flow_run]
warnings=28
maxCapViolCount=0

[run_status]
violations=negative setup slack
outcome=finished, violations left

[metal layers]
layer	up-vias	track usage	wire [microns]
met3	34	0.0377	3380
met1	2230	0.0687	8750
met4	2	0.0185	857
li1	2292	-	-
met2	298	0.101	10900
met5	-	0	11
[synthesized netlist by cell type]
cell	number	share of area
nor2_1	1	0.00054
edfxtp_1	64	0.28
nor3b_1	28	0.031
buf_6	25	0.041
buf_4	2	0.0022
buf_2	1	0.00073
buf_1	1	0.00054
nor3b_2	119	0.22
dfxtp_1	147	0.43
clkbuf_1	3	0.0016
[through the flow]
stage | std cells | cell area (sq um) | worst slack [ns] | total power, uW | util
after floorplan | 391 | 6920 | -0.829 | 10100 | -
after global placement | 1659 | 12300 | -0.160 | 11900 | 0.199
after detailed placement | 1659 | 12300 | -0.159 | 12000 | 0.199
after CTS | 1701 | 12100 | -0.301 | 20900 | 0.196
after global routing | 1701 | 12200 | -0.302 | 21400 | 0.197
final | 1701 | 12200 | -0.237 | 20500 | 0.197
[layout by cell type (no fill, tap or decap), types with 13 or more instances in the layout]
cell type,count
edfxtp_1,64
dfxtp_2,32
buf_2,202
dfxtp_1,115
clkbuf_16,25
clkdlybuf4s50_1,211
nor3b_1,28
buf_4,26
buf_12,13
nor3b_2,119
[worst max-delay path by stage]
stage | endpoint | cells after the start | slack, ns
after CTS | PCAddResult3[28] | 1 | -0.30
after global routing | NextAddress1[16] | 1 | -0.30
final | PCAddResult3[28] | 1 | -0.24
[what timing repair did]
action / in CTS / in global routing
hold endpoints to repair: 3 / 0
buffers inserted: 0 / 0
resized: 710 / 22
hold buffers: 1 / 0
endpoints found under the setup margin: 211 / 211
[cell type report]
class,count,area [sq um]
clock buffers,30,654
clock inverters,11,163
fillers,6647,49600
well taps,837,1050
multi-input cells,148,1710
repair buffers,464,3710
flip-flops and latches,211,4900
[logic make-up after synthesis]
group / after synthesis
DFF: 211
and+or+nand+nor: 148
buffers and inverters: 32
[power by group through the flow]
stage	sequential, uW	combinational [uW]	clock, uW
4_1_cts	9350	2080	9490
5_1_grt	9390	2200	9780
6_report	9350	2020	9090
[state kept, by name, indices dropped and copies added (netlist names), 5 cells and up]
signal and cells:
ALUResult_out 32, AddResult_out 32, EXMEMRTorRd 5, EXMEMinstruction 32, NextAddress1 32, PCAddResult3 32
ReadData2_out1 32
Power is estimated from default activity; no workload was simulated.
